`design/flow/design.v`:
```
module UART_TX(
input 		   CLK			         ,
input 		   RST_n		         ,
input      [7:0]   P_DATA		     ,
input 		   PAR_EN		         ,
input 		   PAR_TYP		         ,
input 		   DATA_VALID	 	     ,
output reg         TX_OUT		     ,
output reg          Busy  
);
reg [2:0] current_state;
reg [2:0] next_state   ;
reg [3:0] Counter      ;
reg [7:0] p_data       ;
reg [7:0] shift_reg ;
reg shift_en ;
localparam IDLE     = 2'b00;
localparam START    = 2'b01;
localparam TRANSMIT = 2'b10;
localparam STOP     = 2'b11;
assign serial_data = (RST_n) ? shift_reg[0] : 1'b1 ;
always @(posedge CLK or negedge RST_n) begin
	if (!RST_n) begin
	current_state <= IDLE ;
	end
	else begin
    current_state <= next_state; 		
	end
end
always @(*)
begin
  case(current_state)
  IDLE : begin
               if(DATA_VALID && !Busy)
                begin
                  next_state   = START;
                end
                else next_state = IDLE;
         end
 START : next_state = TRANSMIT;
 TRANSMIT: begin
             if(PAR_EN) begin 
               if(Counter == 'd8) next_state = STOP;
               else next_state = TRANSMIT;
              end
              else begin
                 if (Counter == 'd8)
                 next_state = IDLE;
                 else next_state = TRANSMIT;
              end
           end
 STOP :    begin
               next_state = IDLE ;
           end
  endcase
end
always @(*)
begin
  case(current_state)
  IDLE : begin
         TX_OUT  = 1'b1 ;
         Busy    = 1'b0 ;
         if(DATA_VALID && !Busy)
              begin
                  p_data     = P_DATA ;
              end 
         end
 START : begin
         Busy = 1'b1;
 	     TX_OUT = 1'b0;
 	     end
 TRANSMIT: begin
               if(Counter < 'd8)
                 begin
                 shift_en = 1'b1;
                 TX_OUT = p_data[Counter] ;
                 end
               else if(PAR_EN)
                 begin
                 shift_en = 1'b0;
                 TX_OUT = (PAR_TYP)? ((^p_data)? 1'b0: 1'b1) : ((^p_data)? 1'b1 : 1'b0);
                 end
               else begin
                shift_en = 1'b0;
                TX_OUT = 1'b1; 
                end
           end
   STOP : begin
           TX_OUT     = 1'b1;
          end        
  endcase
end
always @(posedge CLK or negedge RST_n) 
begin
	if (!RST_n) begin
		shift_reg <= 0;
		Counter   <= 0;
	end
	else if(current_state == IDLE && DATA_VALID && !Busy)  shift_reg  <= P_DATA ;
	else if(shift_en) 
	begin
	    if(Counter < 'd8) 
	    begin
        Counter   <= Counter + 1'b1;
        end
        else
        begin
         Counter <= 1'b0;
        end
	end
	else Counter <= 1'b0;
end
endmodule
```
`design/flow/run.sh`:
```
#!/bin/bash
# OpenROAD 26Q1-2900-gdf79404cd8, Yosys 0.63+post, stock flow scripts
make -C /OpenROAD-flow-scripts/flow DESIGN_CONFIG=/design/flow/config.mk WORK_HOME=/design/flow/orfs finish
```
`design/flow/config.mk`:
```
export PLATFORM = sky130hd
export DESIGN_NAME = UART_TX
export DESIGN_NICKNAME = UART_TX
export VERILOG_FILES = /design/flow/design.v
export SDC_FILE = /design/flow/constraint.sdc
export NUM_CORES = 4
export LEC_CHECK = 1
export CORE_AREA = 10 10 79 79
export DIE_AREA = 0 0 89 89
```
`design/flow/constraint.sdc`:
```
current_design UART_TX

set clk_period 3.0
set clk_io_pct 0.2

create_clock -name clk0 -period $clk_period [get_ports {CLK}]

set non_clock_inputs [all_inputs -no_clocks]
set_input_delay [expr $clk_period * $clk_io_pct] -clock clk0 $non_clock_inputs
set_output_delay [expr $clk_period * $clk_io_pct] -clock clk0 [all_outputs]
```
==> impl_metrics.env <==
# source this file to load flow results
export IMPL_hpwl_um=1090
export IMPL_fin_ws_ps=178
export IMPL_ys_cells=63
export IMPL_grt_pass1_vias=506
export IMPL_grt_max_degree=12
export IMPL_cts_tree="done"
export IMPL_finalClockPeriodUsage_pct=94.1
export IMPL_post_place_ws_ps=-343
export IMPL_synth_area_mux_share_pct=9.26
export IMPL_hold_class="reg2reg"
export IMPL_crit_start="Counter[0]$_DFFE_PN0N_"
export IMPL_synth_cell_area_um2=676
export IMPL_r2r_cells=3
export IMPL_netlist_instances=63
export IMPL_top_layer="met4"
export IMPL_syn_to_final_growth_pct=38.0
export IMPL_clock_skew_ps=2.64
export IMPL_final_area_um2=932
export IMPL_combPwrFrac_pct=34.0
export IMPL_holdBufCountCts=0
export IMPL_antennaDiodeCount=0
export IMPL_path_clk_slew_ps=40
export IMPL_fp_util_pct=14.5
export IMPL_adder_share_pct=3.70
export IMPL_rr_endpoint="current_state[0]$_DFF_PN0_"
export IMPL_cts_setup_buffers=0
export IMPL_synthTopLogicFamily="simple AND/OR/NAND/NOR gates"
export IMPL_warnings=26
export IMPL_layout_top_cells="clkdlybuf4s50_1, dlxtn_1, o21ai_0, nand2_1"
export IMPL_finalMaxSlewViolations=0
export IMPL_antenna_found_initial=0
export IMPL_worstSetupEndpointType="output port"
export IMPL_dr_total_vias=477
export IMPL_wl_met1_um=558
export IMPL_synth_cell_types=24
export IMPL_wirelength_um=1250
export IMPL_cp_arrival_ps=2220
export IMPL_pin_count=15
export IMPL_vdd_drop_max_v=0.000153
export IMPL_cts_max_path_buffers=2
export IMPL_drtIter0Drc=60
export IMPL_power_total_mw=0.428
export IMPL_crit_required_ps=2400
export IMPL_p_switching_mw=0.130
export IMPL_syn_area_per_cell_um2=10.7
export IMPL_route_met3_wl_um=71
export IMPL_cap_violations=0
export IMPL_wl_met2_um=610
export IMPL_leakage_nw=0.410
export IMPL_via_per_inst=3.53
export IMPL_grt_usage_pct=3.40
export IMPL_start_kind="flip-flop"
export IMPL_p_seq_share_pct=38.1
export IMPL_ys_chip_area_um2=676
export IMPL_ys_ff=19
export IMPL_core_area_um2=4660
export IMPL_power_density_nw_per_um2=459
export IMPL_ys_sh_xor_pct=11.1
export IMPL_drc=0
export IMPL_mostFrequentLayoutCell="clkdlybuf4s50_1"
export IMPL_die_w_um=89
export IMPL_grt_pass1_wl_um=2130
export IMPL_p_int_mw=0.298
export IMPL_h_tree_depth=1
export IMPL_endpoint="TX_OUT"
export IMPL_ys_sh_aoi_pct=8.15
export IMPL_insertion_delay_ps=220
export IMPL_rows=25
export IMPL_ys_sh_simple_pct=13.3
export IMPL_wl_per_cell_um=9.27
export IMPL_r2r_setup_slack_ps=1440
export IMPL_power_share_clock_pct=27.9
export IMPL_timing_setup_tns_ps=0
export IMPL_unclocked_regs=13
export IMPL_period_needed_ps=2820
export IMPL_hold_violations=0
export IMPL_placed_cells=132
export IMPL_final_cells=135
export IMPL_r2r_start="current_state[0]$_DFF_PN0_"
export IMPL_numCtsBuffers=3
export IMPL_yosys_warnings=2
export IMPL_cts_root_buffer="clkbuf_8"
export IMPL_ant_nets=0
export IMPL_die_height_um=89
export IMPL_drt_pass1_iter_count=3
export IMPL_die_area_um2=7920
export IMPL_swShare_pct=30.4
export IMPL_drive_gt1_share_pct=9.88
export IMPL_status="finished clean"
export IMPL_cp_max_fo=7
export IMPL_fmax_mhz=354
export IMPL_setup_viol=0
export IMPL_crit_type="reg2out"
export IMPL_port_buffers=14
export IMPL_rsz0062_at_grt="false"
export IMPL_untimed_endpoints=14
export IMPL_grt_overflow_total=0
export IMPL_place_gp_congestion=0.722
export IMPL_place_area_um2=887
## cells in the mapped netlist
cell / n / share of area [%]
or3b_2: 1 / 1.3
xnor3_1: 1 / 3.3
nand4_1: 1 / 0.93
and3_1: 1 / 0.93
xnor2_1: 6 / 7.8
a31oi_1: 1 / 0.93
inv_1: 4 / 2.2
mux2i_1: 1 / 1.5
conb_1: 1 / 0.56
o21ai_0: 7 / 5.2
o22ai_1: 1 / 0.93
dlxtn_1: 12 / 27
nand2b_1: 2 / 1.9
clkbuf_1: 1 / 0.56
dlxtp_1: 1 / 2.2
a21boi_0: 1 / 1.1
nand2_1: 6 / 3.3
nand3b_1: 1 / 1.1
nor2_2: 1 / 0.93
nor2b_1: 2 / 1.9
ha_1: 2 / 3.7
and2b_1: 1 / 1.1
dfrtp_1: 6 / 22
mux4_1: 2 / 7.8
## power groups by stage
stage | logic (mW) | registers [mW] | clock network (mW)
4_1_cts | 0.149 | 0.163 | 0.123
5_1_grt | 0.165 | 0.173 | 0.130
6_report | 0.146 | 0.163 | 0.119
## worst min-delay path by stage
stage	from	endpoint	slack, ps	cells after the start
global route	RST_n	Counter[3]$_DFFE_PN0N_	630	1
finish	Counter[3]$_DFFE_PN0N_	Counter[3]$_DFFE_PN0N_	560	2
CTS	Counter[3]$_DFFE_PN0N_	Counter[3]$_DFFE_PN0N_	560	2
## through the flow
| stage | utilization [%] | hold slack [ps] |
|---|---|---|
| 2_1_floorplan | - | 304 |
| 3_3_place_gp | 19.0 | 555 |
| 3_5_place_dp | 19.0 | 559 |
| 4_1_cts | 20.1 | 563 |
| 5_1_grt | 20.0 | 632 |
| 6_report | 20.0 | 560 |
## metal layers
metal	global-route usage, %	up-vias
met5	0	-
met4	0.867	0
met3	1.10	2
met2	5.25	9
met1	4.51	220
li1	-	246
## repair_timing
action / 4_1_cts / 5_1_grt
pin swaps: 1 / 3
setup endpoints to repair: 1 / 1
resized: 3 / 3
## sequential cells by signal (all words and copies together), names as in the netlist
signal         flops
p_data             8
current_state      2
TX_OUT             1
next_state         2
shift_en           1
Counter            4
Busy               1
## cell type report
type | count | area, um2
well taps | 54 | 67.6
clock buffers | 3 | 41.3
fillers | 484 | 3730
inverters | 4 | 15.0
repair buffers | 14 | 135
multi-input cells | 41 | 327
flip-flops and latches | 19 | 347
## worst max-delay path: stages (launching register included)
cell             delay (ps)
dfrtp_2                 450
mux4_1                  350
mux2i_1                  70
a31oi_1                 160
a21boi_1                180
dlxtn_1                 340
clkdlybuf4s50_1         450
## cell families after synthesis
family | count (synthesis)
fa+ha+maj | 2
compound gates | 10
latches | 13
flops | 6
mux | 3
buf+inv | 5
simple gates | 16
xor+xnor | 7
other cells | 1
Power figures rest on the tool's default switching activity, not on a simulated workload.
